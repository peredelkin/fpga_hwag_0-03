`/design/flow/design.v`:
```
module dac #(parameter WIDTH=8) (clk,ena,data,out);
input wire clk,ena;
input wire [WIDTH-1:0] data;
output reg out;
reg [WIDTH-1:0] input_data;
reg [WIDTH-1:0] integrator;
reg [WIDTH:0] add_data;
initial begin
    out <= 0;
    add_data <= 0;
    integrator <= 0;
	 input_data <= 0;
end
always @(*) begin
    add_data = input_data + integrator;
end
always @(posedge clk) begin
	if(ena) begin
		input_data <= data;
		integrator <= add_data;
		out <= ~add_data[WIDTH];
	end
end
endmodule
```
`/design/flow/constraint.sdc`:
```
current_design dac

set clk_period 3.6
set clk_io_pct 0.2

create_clock -name clk0 -period $clk_period [get_ports {clk}]

set non_clock_inputs [all_inputs -no_clocks]
set_input_delay [expr $clk_period * $clk_io_pct] -clock clk0 $non_clock_inputs
set_output_delay [expr $clk_period * $clk_io_pct] -clock clk0 [all_outputs]
```
`/design/flow/config.mk`:
```
export PLATFORM = sky130hd
export DESIGN_NAME = dac
export DESIGN_NICKNAME = dac
export VERILOG_FILES = /design/flow/design.v
export SDC_FILE = /design/flow/constraint.sdc
export NUM_CORES = 4
export LEC_CHECK = 1
export CORE_AREA = 10 10 95 95
export DIE_AREA = 0 0 105 105
```
`/design/flow/run.sh`:
```
#!/bin/bash
# OpenROAD 26Q1-2900-gdf79404cd8, Yosys 0.63+post, stock flow scripts
make -C /OpenROAD-flow-scripts/flow DESIGN_CONFIG=/design/flow/config.mk WORK_HOME=/design/flow/orfs finish
```
==> results.json <==
{
  "finalSetupViolCount": 0,
  "synth_cell_types": 19,
  "intPower_mw": 0.5139,
  "endpoint_kind": "flip-flop",
  "root_buffer": "clkbuf_8",
  "hold_end": "integrator[0]",
  "top_area_share_pct": 60.90,
  "synth-async-reset-ratio_pct": 0,
  "drv_slew": 0,
  "fp.coreArea_um2": 6907,
  "n_antenna_cell": 0,
  "syn_area_um2": 838.3,
  "seqPwrFrac_pct": 43.1,
  "finalHoldViolCount": 0,
  "cts.sinks": 17,
  "largest_area_cell": "edfxtp_1",
  "worst_slack_ns": 1.737,
  "min_period_ns": 1.863,
  "start_kind": "flip-flop",
  "grt_first_pass_wirelength_um": 2201,
  "ys.flop_type": "edfxtp_1",
  "antenna_found_initial": 0,
  "finalPower_mw": 0.7211,
  "required_ns": 3.60,
  "clkLatencyLatePin_ns": 0.24,
  "gr-usage-all-layers_pct": 2.438,
  "fp.dieArea_um2": 11030,
  "pwr_density_cell_nw_per_um2": 653.5,
  "cts_resized": 0,
  "wire_per_inst_um": 7.424,
  "p_sw_mw": 0.2073,
  "worstMarginPinSlew_ns": 0.7787,
  "drt-total-wl_um": 1262,
  "syn_area_per_cell_um2": 13.97,
  "drc_errors": 0,
  "via_per_inst": 2.747,
  "dr.pass1.iters": 2,
  "cts_setup_buffers": 0,
  "edf_count": 17,
  "grt_max_degree": 18,
  "critPathKind": "flip-flop to flip-flop",
  "die_w_um": 105,
  "reg2reg_slack_ns": 1.74,
  "top_cells_by_count": "17 x edfxtp_1, 8 x ha_1, 7 x inv_1, 5 x xnor2_1",
  "area_growth_pct": 31.64,
  "vias": 467,
  "cts_hold_buf": 0,
  "min-delay-start": "integrator[0]",
  "io_buffers": 10,
  "pin_count": 11,
  "worstHoldPathType": "flip-flop to flip-flop",
  "combPwrFrac_pct": 37.9,
  "ys_cells": 60,
  "sw_frac_of_total_pct": 28.74,
  "rsz0062_at_grt": "false",
  "holdPathStages": 1,
  "status": "finished, final reports clean",
  "rr_endpoint": "integrator[6]",
  "initial_utilization_pct": 12.14,
  "fin_skew_ns": 0.001769,
  "top_cell": "edfxtp_1",
  "grt-ovfl-total": 0,
  "dp_slack_ns": 1.514,
  "cellLeakagePower_nw": 0.3891,
  "yosysWarnings": 1,
  "yosys_area_um2": 838.3,
  "clk_path_buf_depth": 2,
  "cts_tree": "done",
  "maxCapViolCount": 0,
  "utilization_pct": 15.98,
  "cp_data_arrival_time_ns": 1.86,
  "reg2reg_from": "input_data[0]",
  "fmax_mhz": 536.8,
  "top_cells_by_area": "edfxtp_1 61%, ha_1 12%, xnor2_1 5.2%",
  "r2r_cells": 8,
  "fp.dieH_um": 105,
  "log.warning_count": 25,
  "power_frac_clock_pct": 19.0,
  "hold_slack_ns": 0.5416,
  "grt_pass1_vias": 468,
  "max_slew_margin_pct": 47.92,
  "row_count": 30,
  "tns_ns": 0,
  "gp_congestion": 0.7661,
  "synth_cells": 60,
  "cts_buffers": 3,
  "fin_crit_sh_pct": 51.75,
  "htree_levels": 1,
  "clk_pin_slew_worst_paths_ns": 0.06,
  "ant_nets": 0,
  "drive_gt1_share_pct": 10.81,
  "peakVddDrop_mv": 0.1704,
  "drtIter0Drc": 15,
  "crit_fanout": 2,
  "ys_ff": 17,
  "ys_seq_share_pct": 60.90
}
## logic make-up (layout without fill, tap and decap cells)
family | Yosys count | count (layout) | synth area share, %
buffers and inverters | 7 | 21 | 3.135
AND-OR/OR-AND | 9 | 9 | 8.059
flip-flops | 17 | 17 | 60.90
XOR/XNOR | 6 | 6 | 6.269
adder cells (fa/ha/maj) | 9 | 9 | 14.33
AND/OR/NAND/NOR | 12 | 12 | 7.314
## power by group through the flow
stage	Sequential [mW]	Combinational (mW)	Clock (mW)
global route	0.315	0.314	0.155
CTS	0.312	0.276	0.142
finish	0.311	0.273	0.137
## critical path, stage by stage (launching register included)
cell and delay, ns:
edfxtp_1 0.32, ha_1 0.17, inv_1 0.06, fa_1 0.40
nor2b_1 0.13, o21ai_1 0.09, a21oi_1 0.24, nor3_2 0.08
xnor2_1 0.12
## metrics by stage
| stage | instances | instance area (µm²) |
|---|---|---|
| finish | 170 | 1104 |
| global route | 170 | 1104 |
| CTS | 170 | 1104 |
| detailed placement | 166 | 1059 |
| global placement | 166 | 1059 |
| floorplan | 60 | 838.3 |
## state kept, by name, indices dropped and copies added, names as in the netlist
| signal | count |
|---|---|
| integrator | 8 |
| out | 1 |
| input_data | 8 |
## cell type report
type | instances | area, µm²
fill | 770 | 5803
sequential | 17 | 510.5
multi-input combinational | 36 | 301.5
tap | 96 | 120.1
timing repair buffer | 10 | 100.1
clock buffer | 4 | 45.04
inverter | 7 | 26.28
## how the worst max path moves through the flow
stage	from	endpoint	slack, ns	cells after the start
5_1_grt	input_data[0]	integrator[6]	1.59	8
4_1_cts	input_data[0]	integrator[6]	1.72	8
6_report	input_data[0]	integrator[6]	1.74	8
## placed cells by master, fill, tap and decap left out, types with 2 or more instances in the layout
master           count
clkdlybuf4s50_1     10
nand2_1              4
a21oi_1              2
nor2_1               4
edfxtp_1            17
inv_1                7
clkbuf_8             3
ha_1                 8
a21oi_2              2
xnor2_1              5
## metal layers
| layer | part of all wire [%] | up-vias | track usage, % |
|---|---|---|---|
| met5 | 0 | - | 0 |
| met4 | 0.79 | 0 | 0.2941 |
| met3 | 12 | 2 | 1.863 |
| met2 | 36 | 12 | 3.025 |
| met1 | 51 | 215 | 3.333 |
| li1 | - | 238 | - |
Power figures rest on the tool's default switching activity, not on a simulated workload.
